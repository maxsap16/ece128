==> flow/design.v <==
module bin2bcd(
    input           clk,
    input           en,
    input   [11:0]  bin_d_in,
    output  [15:0]  bcd_d_out,
   output          rdy
    );
    parameter IDLE      = 3'b000;
    parameter SETUP     = 3'b001;
    parameter ADD       = 3'b010;
    parameter SHIFT     = 3'b011;
    parameter DONE      = 3'b100;
    reg [11:0]  bin_data    = 0;
    reg [27:0]  bcd_data    = 0;
    reg [2:0]   state       = 0;
    reg         busy        = 0;
    reg [3:0]   sh_counter  = 0;
    reg [1:0]   add_counter = 0;
    reg         result_rdy  = 0;
    always @(posedge clk)
        begin
        if(en)
            begin
                if(~busy)
                    begin
                    bcd_data    <= {16'b0, bin_d_in};
                    state       <= SETUP;
                    end
            end
        case(state)
            IDLE:
                begin
                    result_rdy  <= 0;
                    busy        <= 0;
                end
            SETUP:
                begin
                busy        <= 1;
                state       <= ADD;
                end
            ADD:
                begin
                case(add_counter)
                    0:
                        begin
                        if(bcd_data[15:12] > 4)
                            begin
                                bcd_data[27:12] <= bcd_data[27:12] + 3;
                            end
                            add_counter <= add_counter + 1;
                        end
                    1:
                        begin
                        if(bcd_data[19:16] > 4)
                            begin
                                bcd_data[27:16] <= bcd_data[27:16] + 3;
                            end
                            add_counter <= add_counter + 1;
                        end
                    2:
                        begin
                        if((add_counter == 2) && (bcd_data[23:20] > 4))
                            begin
                                bcd_data[27:20] <= bcd_data[27:20] + 3;
                            end
                            add_counter <= add_counter + 1;
                        end
                    3:
                        begin
                        if((add_counter == 3) && (bcd_data[27:24] > 4))
                            begin
                                bcd_data[27:24] <= bcd_data[27:24] + 3;
                            end
                            add_counter <= 0;
                            state   <= SHIFT;
                        end
                    endcase
                end
            SHIFT:
                begin
                sh_counter  <= sh_counter + 1;
                bcd_data    <= bcd_data << 1;
                if(sh_counter == 11)
                    begin
                    sh_counter  <= 0;
                    state       <= DONE;
                    end
                else
                    begin
                    state   <= ADD;
                    end
                end
            DONE:
                begin
                result_rdy  <= 1;
                state       <= IDLE;
                end
            default:
                begin
                state <= IDLE;
                end
            endcase
        end
    assign bcd_d_out    = bcd_data[27:12];
   assign rdy          = result_rdy;
endmodule
==> flow/run.sh <==
#!/bin/bash
# OpenROAD 26Q1-2900-gdf79404cd8, Yosys 0.63+post, stock flow scripts
make -C /OpenROAD-flow-scripts/flow DESIGN_CONFIG=/design/flow/config.mk WORK_HOME=/design/flow/orfs finish
==> flow/config.mk <==
export PLATFORM = sky130hd
export DESIGN_NAME = bin2bcd
export DESIGN_NICKNAME = bin2bcd
export VERILOG_FILES = /design/flow/design.v
export SDC_FILE = /design/flow/constraint.sdc
export NUM_CORES = 4
export LEC_CHECK = 1
export CORE_UTILIZATION = 30
==> flow/constraint.sdc <==
current_design bin2bcd

set clk_period 2.6
set clk_io_pct 0.2

create_clock -name clk0 -period $clk_period [get_ports {clk}]

set non_clock_inputs [all_inputs -no_clocks]
set_input_delay [expr $clk_period * $clk_io_pct] -clock clk0 $non_clock_inputs
set_output_delay [expr $clk_period * $clk_io_pct] -clock clk0 [all_outputs]
==> insert_results.sql <==
-- implementation run metrics
INSERT INTO impl_metrics (metric_group, metric, value, unit) VALUES
('routing', 'drc', '0', ''),
('placement', 'place_hpwl', '5890', 'µm'),
('sta', 'final_min_period_over_clock_period', '89.9', '%'),
('cts', 'clock_path_buffers', '2', ''),
('floorplanning', 'fp.dieArea', '11000', 'µm²'),
('critical_path', 'cp.buffers_inverters', '1', ''),
('floorplanning', 'floorplan_die_width', '105', 'µm'),
('synthesis', 'netlist_instances', '408', ''),
('synthesis', 'ys_cells', '408', ''),
('critical_path', 'timing_worst_setup_path_type', 'register to register', ''),
('synthesis', 'synth_async_sr_flop_share', '0', '%'),
('critical_path', 'crit_path_max_incr_delay', '0.50', 'ns'),
('sta', 'final_period_minus_worst_setup_slack', '2.34', 'ns'),
('floorplanning', 'fp.coreArea', '10300', 'µm²'),
('cts', 'cts_setup_buffers', '0', ''),
('global_route', 'grt_util_all_layers', '16.1', '%'),
('routing', 'detail_route_antenna_nets', '0', ''),
('power', 'internal_power', '2.29', 'mW'),
('global_route', 'wire_length_of_the_first_global_routing_pass', '14100', 'µm'),
('power', 'power-per-cell-area', '1190', 'nW/µm²'),
('cts', 'post_cts.resized_instances', '0', ''),
('global_route', 'grt.overflow.total', '0', ''),
('cts', 'root_buffer', 'sky130_fd_sc_hd__clkbuf_8', ''),
('routing', 'viasPerCell', '5.43', ''),
('synthesis', 'synth.yosys.warnings', '1', ''),
('routing', 'drt_pass1_iterations', '5', ''),
('critical_path', 'crit_chain', 'inv_1, ha_1, and4b_1, nor3b_4, mux2i_1, o22ai_1, a221o_1', ''),
('status', 'status', 'finished clean', ''),
('routing', 'route.antenna.diode_count', '0', ''),
('floorplanning', 'rows', '37', ''),
('synthesis', 'enable_flop_cells', '19', ''),
('synthesis', 'netlist_area', '3180', 'µm²'),
('placement', 'gpl.final_weighted_congestion', '0.933', ''),
('finish', 'synthToLayoutAreaGrowth', '13.2', '%'),
('power', 'power_switching', '1.99', 'mW'),
('critical_path', 'crit_family', 'simple AND/OR/NAND/NOR gates', ''),
('sta', 'finalMaxSlewViolations', '0', ''),
('flow_run', 'tool_warnings', '32', ''),
('synthesis', 'synth.yosys.seq_area_share', '30.5', '%'),
('critical_path', 'timing.critical_path.from_type', 'register', ''),
('critical_path', 'capturing_element_type_of_the_critical_path', 'register', ''),
('power', 'peakVddDrop', '457', 'µV'),
('synthesis', 'synth.ff_latch_count', '39', ''),
('global_route', 'vias_in_the_first_global_route', '2788', ''),
('critical_path', 'worst-endpoint-arrival', '2.52', 'ns'),
('floorplanning', 'dieHeight', '105', 'µm'),
('sta', 'slew-limit-headroom', '53.3', '%'),
('cts', 'htree_num_levels', '2', ''),
('global_route', 'grt_start_max_net_pins', '22', ''),
('cts', 'cts.clk_slew.worst_paths', '0.09', 'ns'),
('synthesis', 'synth-main-ff-cell', 'sky130_fd_sc_hd__dfxtp_1', ''),
('placement', 'portBuffers', '30', ''),
('critical_path', 'required', '2.79', 'ns'),
('flow_run', 'maxCapViolCount', '0', ''),
('sta', 'maximum_clock_frequency', '0.428', 'GHz'),
('floorplanning', 'floorplan.initialDensity', '30.8', '%'),
('cts', 'tritoncts', 'done', ''),
('synthesis', 'yosys_area', '3180', 'µm²'),
('power', 'clkPwrFrac', '12.6', '%'),
('power', 'total_leakage_power', '1.36', 'nW'),
('synthesis', 'average_instance_area_after_synthesis', '7.80', 'µm²'),
('min_path', 'hold_path_class', 'register to register', ''),
('routing', 'wl', '8460', 'µm'),
('cts', 'cts_hold_buf', '0', ''),
('critical_path', 'critical_path.max_fanout', '8', ''),
('sta', 'timing_hold_violations_final', '0', ''),
('floorplanning', 'boundaryPins', '31', ''),
('critical_path', 'critical-path-slowest-cell', 'sky130_fd_sc_hd__dfxtp_1', ''),
('finish', 'drive_gt1_share', '8.29', '%'),
('cts', 'clock-sinks', '39', ''),
('routing', 'detailroute.via_count', '2966', '');
[per-stage QoR]
step | power, mW | hold slack (ns) | instances | instance area, µm² | worst slack, ns
final | 4.28 | 0.462 | 546 | 3600 | 0.263
after floorplan | 3.06 | 0.437 | 408 | 3180 | 0.294
after detailed placement | 3.70 | 0.452 | 538 | 3480 | 0.263
after global placement | 3.70 | 0.448 | 538 | 3480 | 0.347
after global routing | 4.64 | 0.512 | 546 | 3600 | 0.0655
after CTS | 4.26 | 0.465 | 546 | 3600 | 0.230
[state kept, by name (all words and copies together) (netlist names)]
| name | cells |
|---|---|
| add_counter | 2 |
| sh_counter | 4 |
| result_rdy | 1 |
| busy | 1 |
| state | 3 |
| bcd_data | 28 |
[per-layer routing]
layer	vias up	wire [µm]	track usage, %	part of all wire [%]
met5	-	0	0	0
met4	0	54	2.52	0.64
met3	9	732	4.00	8.6
met2	130	3810	24.3	45
met1	1364	3870	24.2	46
li1	1463	-	-	-
[cell usage in the layout, fill, tap and decap left out, types with 3 or more instances in the layout]
master                             n
sky130_fd_sc_hd__nand2_1          59
sky130_fd_sc_hd__o21ai_0          32
sky130_fd_sc_hd__clkdlybuf4s50_1  30
sky130_fd_sc_hd__nor2_1           27
sky130_fd_sc_hd__nand3_1          24
sky130_fd_sc_hd__a21oi_1          21
sky130_fd_sc_hd__dfxtp_1          20
sky130_fd_sc_hd__edfxtp_1         19
sky130_fd_sc_hd__inv_1            17
sky130_fd_sc_hd__buf_4            15
sky130_fd_sc_hd__ha_1             13
sky130_fd_sc_hd__xnor2_1           9
sky130_fd_sc_hd__a221oi_1          8
sky130_fd_sc_hd__a31oi_1           8
sky130_fd_sc_hd__nor3_1            7
sky130_fd_sc_hd__nand2b_1          5
sky130_fd_sc_hd__mux2i_1           5
sky130_fd_sc_hd__o211ai_1          5
sky130_fd_sc_hd__a22oi_1           5
sky130_fd_sc_hd__o22ai_1           5
sky130_fd_sc_hd__clkbuf_8          5
sky130_fd_sc_hd__nor2b_1           4
sky130_fd_sc_hd__o21a_1            4
sky130_fd_sc_hd__o31ai_1           4
sky130_fd_sc_hd__a221o_1           4
sky130_fd_sc_hd__o311ai_0          3
sky130_fd_sc_hd__o21ai_1           3
sky130_fd_sc_hd__xor2_1            3
[tightest hold or removal path, cell delays in order (launching register included)]
cell                      delay, ns
sky130_fd_sc_hd__dfxtp_1       0.32
sky130_fd_sc_hd__nand2_1       0.05
sky130_fd_sc_hd__a21oi_1       0.05
[cells in the mapped netlist (4+ instances only)]
cell,n,area (µm²)
sky130_fd_sc_hd__a21oi_1,21,105
sky130_fd_sc_hd__a221o_1,4,40.0
sky130_fd_sc_hd__a221oi_1,8,70.1
sky130_fd_sc_hd__a22oi_1,5,37.5
sky130_fd_sc_hd__a31oi_1,8,50.1
sky130_fd_sc_hd__buf_2,7,35.0
sky130_fd_sc_hd__buf_4,19,143
sky130_fd_sc_hd__clkbuf_1,21,78.8
sky130_fd_sc_hd__dfxtp_1,20,400
sky130_fd_sc_hd__edfxtp_1,19,571
sky130_fd_sc_hd__ha_1,13,163
sky130_fd_sc_hd__inv_1,17,63.8
sky130_fd_sc_hd__mux2i_1,5,50.1
sky130_fd_sc_hd__nand2_1,59,221
sky130_fd_sc_hd__nand2b_1,5,31.3
sky130_fd_sc_hd__nand3_1,24,120
sky130_fd_sc_hd__nor2_1,27,101
sky130_fd_sc_hd__nor2b_1,4,25.0
sky130_fd_sc_hd__nor3_1,7,35.0
sky130_fd_sc_hd__o211ai_1,5,37.5
sky130_fd_sc_hd__o21a_1,4,30.0
sky130_fd_sc_hd__o21ai_0,32,160
sky130_fd_sc_hd__o22ai_1,5,31.3
sky130_fd_sc_hd__o31ai_1,4,30.0
sky130_fd_sc_hd__xnor2_1,9,78.8
[power groups by stage]
| stage | Sequential (mW) | Combinational, mW | Clock [mW] |
|---|---|---|---|
| after CTS | 1.33 | 2.37 | 0.553 |
| after global routing | 1.39 | 2.67 | 0.582 |
| final | 1.34 | 2.40 | 0.540 |
[final cells by class]
class / instances / area, µm²
clock buffers: 5 / 68.8
clock inverters: 3 / 47.5
well taps: 136 / 170
inverters: 18 / 67.6
multi-input cells: 300 / 1860
repair buffers: 45 / 413
fillers: 1076 / 6720
flip-flops and latches: 39 / 971
[path summary, 6_finish.rpt]
path,endpoint,startpoint,cells past startpoint
worst min-delay path,bcd_data[0],bcd_data[0],2
worst max register to register,bcd_data[22],bcd_data[12],7
worst min register to register,bcd_data[0],bcd_data[0],2
worst max-delay path,bcd_data[22],bcd_data[12],7
[cell families after synthesis]
logic type | after synthesis | share of synthesized area [%]
fa+ha+maj | 13 | 5.11
mux | 7 | 2.28
buf+inv | 69 | 11.1
flops | 39 | 30.5
xor+xnor | 12 | 3.30
simple gates | 145 | 21.9
compound gates | 123 | 25.8
Power and IR drop assume default switching activity.
