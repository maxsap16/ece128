[./config.mk]
export PLATFORM = sky130hd
export DESIGN_NAME = top
export DESIGN_NICKNAME = top
export VERILOG_FILES = /design/flow/design.v
export SDC_FILE = /design/flow/constraint.sdc
export NUM_CORES = 4
export LEC_CHECK = 1
export CORE_UTILIZATION = 40
[./constraint.sdc]
current_design top

set clk_period 5.2
set clk_io_pct 0.2

create_clock -name clk0 -period $clk_period [get_ports {clk}]

set non_clock_inputs [all_inputs -no_clocks]
set_input_delay [expr $clk_period * $clk_io_pct] -clock clk0 $non_clock_inputs
set_output_delay [expr $clk_period * $clk_io_pct] -clock clk0 [all_outputs]
[./design.v]
`timescale 1ns / 1ps
module Decoder1to2(m, S, en);
	input S;  
	input en;  
	output [1:0]m;  
	assign m[0] = ~S&en;
	assign m[1] = S&en;
endmodule
`timescale 1ns / 1ps
module Mux2to1Nbit(o, i1,i2, s);
   input [3:0] i1,i2;
   input  s;
   output reg  [3:0] o;
always @(s or i1 or i2)
begin
   case (s)
      1'b0 : o = i1;
      1'b1 : o = i2;
      default : o = 4'b0;
   endcase
end
endmodule
`timescale 1ns / 1ps
module RegisterNbit(D, Q,  L, R, clock);
	parameter N = 4;  
	output reg [N-1:0]Q;  
	input [N-1:0]D;  
	input L;  
	input R;  
	input clock;  
	always @(posedge clock or posedge R) begin
		if(R)
			Q <= 0;
		else if(L)
			Q <= D;
		else
			Q <= Q;
	end
endmodule
`timescale 1ns / 1ps
module control(
    input clk, reset,
    input [2:0] adr1,
    input [2:0] adr2,
    output reg w_rf,
    output reg [2:0] adr, 
    output reg DA,SA,SB,
    output reg [2:0] st_out,
    output reg w_ram,
    output reg [4-1 : 0] ram_adr
    );
parameter S0_idle = 0, S1_send_adr1 = 1, S2_send_adr2 = 2,S3_multiply = 3,S4_write_ram = 4, S5_read_ram=5;
reg [2:0] PS,NS;
always@(posedge clk or posedge reset)
	begin
        if(reset)
               	PS <= S0_idle;   
        else    
               	PS <= NS ;
	end
	always@(*)
        	begin 
        	case(PS)
			S0_idle:begin
				NS = S1_send_adr1;
                		st_out <= 3'b000;
                		ram_adr <= 4'd0;
				end
			S1_send_adr1:begin	
				w_rf <=1'b1;
			        adr<=adr1;
		        	DA <=1'b0;
			        SA <=1'b0;
		    	        SB <=1'b1;
			        st_out <= 3'b001;
		                NS = S2_send_adr2;
				end
			S2_send_adr2:begin
		       		w_rf <= 1'b1;  
				adr<=adr2;
				NS = S3_multiply;  
				DA <=1'b1;
				SA <=1'b0;
				SB <=1'b1;
                    		st_out <= 3'b010;
			        end
		        S3_multiply: begin
				NS = S4_write_ram;  
                    		st_out <= 3'b011;
			        w_ram<= 1'b1;  
			    	end
                	S4_write_ram: begin
                    		w_ram <= 1'b1;  
                    		st_out <= 3'b100;
				NS = S5_read_ram;
				ram_adr <= 4'd0;
				end
			S5_read_ram: begin
                    		w_ram<= 1'b0;  
                    		st_out <= 3'b101;
                    		ram_adr <= 4'd0;
				if(!reset) begin
				        NS = S1_send_adr1; 
				end
				else begin
				        NS = S0_idle;
				end
				end
	       		endcase
		end
endmodule
`timescale 1ns / 1ps
module reg_file(A, B, SA, SB, D, DA, W, rst, clk);
	output [3:0]A;  
	output [3:0]B;  
	input SA;  
	input SB;  
	input [3:0]D;  
	input DA;  
	input W;  
	input rst;  
	input clk;
	wire [1:0]load_enable;
	wire [3:0]R00, R01;
	Decoder1to2 decoder (load_enable, DA, W);
	RegisterNbit reg00 (D,R00,load_enable[0], rst, clk);  
	RegisterNbit reg01 (D,R01,load_enable[1], rst, clk);
	Mux2to1Nbit muxA (A,R00, R01, SA);
	Mux2to1Nbit muxB (B,R00, R01,SB); 
endmodule
`timescale 1ns / 1ps
module top(
    input clk, rst,
    input [2:0] adr1,
    input [2:0] adr2,
    output [8-1:0] out
    );
    wire w_rf,w_ram;
    wire [2:0] rom_adr;
    wire [3:0]ram_adr;
    wire DA,SA,SB;
    wire [3:0] A,B,data_in;
    wire [7:0] p;
    control cu(.clk(clk), .reset(rst),.adr1(adr1),.adr2(adr2), .w_rf(w_rf),.adr(rom_adr), .DA(DA),.SA(SA),.SB(SB),.w_ram(w_ram),.ram_adr(ram_adr));
    reg_file fr(A, B, SA, SB, data_in, DA, w_rf, rst, clk);  
    comb_mult mult(A, B, p);
    ram ram(clk, rst, w_ram, p, ram_adr, out);  
    rom rom1(rom_adr, data_in);
endmodule
`timescale 1ns / 1ps
module ram(
    input clk, rst, w,
    input [width - 1:0] in,
    input [adr_w - 1 :0] adr,
    output reg [width - 1:0] out 
    );
    parameter width = 8;
    parameter adr_w = 4;
    parameter size = 8;
    reg [width - 1 : 0] mem [size - 1 : 0];  
    integer i;
    always @ (posedge clk) begin
        if(rst) begin
            for(i = 0; i < size; i = i + 1) begin
                mem[i] <= 8'd0;
            end
        end
        else
            if(w) begin
                mem[adr] <= in;
            end
            else
                out <= mem[adr];
    end
endmodule
`timescale 1ns / 1ps
module rom(
    input [2:0] adr,
    output reg [3:0] data
    );
    always @ (*) begin
        case(adr)
            3'd0 : data = 4'b0000;
            3'd1 : data = 4'b1100;
            3'd2 : data = 4'b0110;
            3'd3 : data = 4'b0111;
            3'd4 : data = 4'b1000;
            3'd5 : data = 4'b0001;
            3'd6 : data = 4'b1101;
            3'd7 : data = 4'b1110;
        endcase
    end
endmodule
`timescale 1ns / 1ps
module comb_mult(a, b, p);
    input [3:0] a, b;
    output [7:0] p;
    wire [7:0] s1, s2, s3;
    wire [3:0] m0;
    wire [4:0] m1;
    wire [5:0] m2;
    wire [6:0] m3;
    assign m0 = a & {4{b[0]}};
    assign m1 = a & {4{b[1]}};
    assign m2 = a & {4{b[2]}};
    assign m3 = a & {4{b[3]}};
    assign s1 = m0 + (m1 << 1);
    assign s2 = s1 + (m2 << 2);
    assign s3 = s2 + (m3 << 3);
    assign p = s3;
endmodule
[./run.sh]
#!/bin/bash
# OpenROAD 26Q1-2900-gdf79404cd8, Yosys 0.63+post, stock flow scripts
make -C /OpenROAD-flow-scripts/flow DESIGN_CONFIG=/design/flow/config.mk WORK_HOME=/design/flow/orfs finish
==> out/results.tsv <==
stage	metric	value	unit
placement	gp_congestion	0.902	
power	p_leak	0.876	nW
setup_path	worstSetupPathType	register to register	
route	finalWirelength	2180	um
layout	fin_area	1930	sq um
setup_path	worst_setup_path_start_kind	register	
sta	hold_violations	0	
setup_path	crit_top_cell	fa_1	
global_route	grt_pass1_vias	997	
power	internal_power	317	uW
job	warning_count	28	
synthesis	synth.distinct_cells	30	
placement	placedCellCount	199	
sta	tns	0	ps
route	viasPerCell	4.79	
global_route	grt_max_degree	16	
route	route.detailed.drc	0	
route	wl_per_cell	10.8	um
global_route	grtUsageMet3	1.74	%
floorplanning	io_pins	16	
power	seq_power_share	60.3	%
global_route	grt_use_total	12.2	%
setup_path	cp.arrival	3110	ps
clocking	root_buffer	clkbuf_8	
global_route	grt_overflow	0	
sta	max_slew_margin	70.2	%
synthesis	synthesis.area	1670	sq um
sta	period_needed	2990	ps
power	total_power	405	uW
clocking	insertion_delay	260	ps
sta	tightest_slew	446	ps
clocking	path_clk_slew	90	ps
layout	final_util	48.2	%
setup_path	crit_required	5320	ps
job	cap_violations	0	
floorplanning	core-area	4000	sq um
status	outcome	finished, final reports clean	
synthesis	synth-xor-area-share	1.05	%
synthesis	aoi_share	4.19	%
placement	place_area	1880	sq um
synthesis	ys_cells	135	
floorplanning	rows	23	
power	p_switching	88.3	uW
placement	numPortBuffers	15	
synthesis	async_flop_share	31.4	%
synthesis	ff_type	edfxtp_1	
setup_path	cp.buffers_inverters	1	
sta	setup_viol	0	
synthesis	fa_ha_area_share	14.9	%
sta	unclocked_pins	8	
layout	area_growth	15.2	%
synthesis	yosysWarnings	5	
synthesis	ys.flops	35	
setup_path	r2r_setup_slack	2210	ps
global_route	use_met1	16.1	%
global_route	antenna_found_initial	0	
layout	lay_top_count	edfxtp_1	
layout	finalNonFillerCells	203	
route	ant_nets	0	
synthesis	muxShareOfSynthArea	9.72	%
clocking	postCtsSetupRepairBufs	0	
sta	untimed_endpoints	11	
floorplanning	fp.dieW	66.7	um
sta	max_freq	0.335	GHz
clocking	cts_max_level	1	
placement	hpwl	1760	um
sta	report.final.slew_viol_count	0	
layout	layout_top_cells	edfxtp_1 (16), clkdlybuf4s50_1 (15), inv_1 (14), and2_1 (14), ha_1 (12)	
synthesis	edf_count	16	
clocking	clockBufferDepth	2	
global_route	grt_pass1_wl	4040	um
global_route	met2_usage	22.3	%
route	vias	973	
global_route	grt_busiest_layer	met2	
power	ir_drop	0.0901	mV
sta	finalClockPeriodUsage	57.5	%
route	diodes	0	
setup_path	critPathCaptureType	register	
power	p_comb_share	11.2	%
setup_path	cp_top_family	adder cells	
synthesis	topCombFamilyByArea	adder cells	
setup_path	critPathMaxFanout	5	
floorplanning	die_y	66.7	um
clocking	cts_tree	yes	
sta	rsz0062_at_grt	no	
route	drtPass1Iterations	4	
min_path	worstHoldPathType	register to register	
power	power_density	210	nW/um^2
synthesis	avgSynthCellArea	12.4	sq um
floorplanning	chipArea	4450	sq um
floorplanning	floorplan.initialDensity	41.9	%
synthesis	ys_area	1670	sq um
setup_path	path_cells	and2_1 -> ha_1 -> fa_1 -> xor2_1 -> fa_1 -> ha_1 -> inv_1 -> fa_1 -> nor2b_1 -> o21ai_0 -> a21oi_1	
route	initialDrtViolationCount	30	
sta	final.setup_skew	2.42	ps
clocking	cts_hold_buf	0	
synthesis	yosys.area_share.simple	14.3	%
clocking	cts_resized	0	
power	power_switching_share	21.8	%
clocking	cts-buffers-inserted	3	
setup_path	crit_slowest_cell	fa_1	
setup_path	crit_path_max_incr_delay	480	ps
synthesis	syn_inst	135	
power	p_clk_share	28.5	%
layout	drive_above_1_share	12.4	%
==> cells by family after synthesis <==
group,after synthesis
fa+ha+maj,17
xor+xnor,2
mux,13
simple gates,41
flops,27
buf+inv,15
latches,8
compound gates,12
==> metrics by stage <==
| stage | setup WS, ps | hold slack, ps |
|---|---|---|
| after floorplan | 2390 | 400 |
| after global placement | 2310 | 402 |
| after detailed placement | 2250 | 406 |
| after CTS | 2220 | 429 |
| after global routing | 2030 | 433 |
| final | 2210 | 426 |
==> final timing paths <==
path,from,to,cells past startpoint
min reg2reg,ram.mem[0][0],ram.out[0],0
max in group asynchronous,rst,fr.reg00.Q[0],2
max,fr.reg01.Q[0],ram.mem[0][7],11
min,ram.mem[0][0],ram.out[0],0
max reg2reg,fr.reg01.Q[0],ram.mem[0][7],11
min in group asynchronous,rst,cu.PS[2],2
==> worst register-to-register path: cells and delay by family (launching register included) <==
kind	cells	cell delay [ps]
AOI/OAI and AO/OA	2	240
xor gates and xnor gates	1	170
adders and majority gates	5	1640
buffers and inverters	1	60
DFF	1	420
and+or+nand+nor	2	330
==> sequential cells by signal, summed over array words and instances (netlist names) <==
| register | count |
|---|---|
| cu.PS | 3 |
| cu.NS | 3 |
| cu.w_ram | 1 |
| cu.adr | 3 |
| cu.DA | 1 |
| ram.mem | 8 |
| fr.reg00.Q | 4 |
| ram.out | 8 |
| fr.reg01.Q | 4 |
==> power by group through the flow <==
stage                 logic [mW]  clock network, mW  registers, mW
after CTS                 0.0462              0.122          0.244
after global routing      0.0534              0.131          0.246
final                     0.0455              0.115          0.244
==> routing by layer <==
metal | vias to the layer above | share of wire, % | wire length (um)
met3 | 2 | 2.7 | 60
met5 | - | 0 | 0
met4 | 0 | 0.73 | 16
met2 | 15 | 52 | 1140
li1 | 490 | - | -
met1 | 466 | 44 | 969
==> Yosys cell counts, types with 2 or more instances <==
cell / instances / area share [%]
a21o_1: 2 / 0.90
a21oi_1: 4 / 1.2
and2_1: 14 / 5.2
dfrtp_1: 11 / 16
dlxtn_1: 8 / 7.2
edfxtp_1: 16 / 29
fa_1: 5 / 6.0
ha_1: 12 / 9.0
inv_1: 14 / 3.1
mux2_2: 6 / 4.0
mux2_4: 5 / 4.5
mux2i_1: 2 / 1.2
nand2_1: 10 / 2.2
nand2b_1: 3 / 1.1
nor2b_1: 4 / 1.5
o21ai_0: 4 / 1.2
or2_2: 2 / 0.75
==> final cells by class <==
class / count / area, sq um
inverters: 14 / 52.6
clock buffers: 3 / 41.3
flip-flops and latches: 35 / 876
well taps: 50 / 62.6
multi-input cells: 85 / 741
clock inverters: 1 / 5.00
fillers: 337 / 2070
repair buffers: 15 / 150
Power and IR drop assume default switching activity.
