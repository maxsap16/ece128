[design/flow/config.mk]
export PLATFORM = sky130hd
export DESIGN_NAME = seq_mult
export DESIGN_NICKNAME = seq_mult
export VERILOG_FILES = /design/flow/design.v
export SDC_FILE = /design/flow/constraint.sdc
export NUM_CORES = 4
export LEC_CHECK = 1
export CORE_AREA = 10 10 107 107
export DIE_AREA = 0 0 117 117
[design/flow/constraint.sdc]
current_design seq_mult

set clk_period 6.3
set clk_io_pct 0.2

create_clock -name clk0 -period $clk_period [get_ports {clk}]

set non_clock_inputs [all_inputs -no_clocks]
set_input_delay [expr $clk_period * $clk_io_pct] -clock clk0 $non_clock_inputs
set_output_delay [expr $clk_period * $clk_io_pct] -clock clk0 [all_outputs]
[design/flow/design.v]
`timescale 1ns / 1ps
module seq_mult(clk, rst, a, b, p);
    input clk, rst;
    input [3:0] a, b;
    output reg [7:0] p;
    reg [3:0] operand_b, shift_count;
    reg [7:0] partial_product, multiplicand;
    reg [2:0] PS, NS;
    parameter s0_idle =0 , s1_multiply = 1, s2_update = 2, s3_done = 3;
    always @ (posedge clk)
        begin
            if(rst)
                PS <= s0_idle;
            else
                PS <= NS;
        end
    always @ (posedge clk)
        begin
            case(PS)
                s0_idle: begin
                    multiplicand <= {4'b0, a};
                    partial_product <= 8'b0;
                    shift_count <= 3'b0;
                    operand_b <= b;
                    NS = s1_multiply;
                end 
                s1_multiply: begin
                    NS = s2_update;
                    if(operand_b[0] == 0 && shift_count < 4) begin
                        multiplicand <= multiplicand << 1;
                        partial_product <= partial_product;
                        shift_count <= shift_count + 1;
                        operand_b <= operand_b >> 1;
                        NS <= s1_multiply;
                    end
                    else if (operand_b[0] == 1 && shift_count < 4) begin
                        multiplicand <= multiplicand << 1;
                        partial_product <= partial_product + multiplicand;
                        shift_count <= shift_count + 1;
                        operand_b <= operand_b >> 1;
                        NS <= s1_multiply;
                    end    
                    else if (shift_count == 4) begin
                        NS <= s2_update;
                    end
                end        
                s2_update: begin
                    if(shift_count == 4) begin
                        NS <= s3_done;
                    end
                    else
                        NS <= s1_multiply;
                end        
                s3_done: begin
                    p <= partial_product;
                end
            endcase
        end
endmodule
[design/flow/run.sh]
#!/bin/bash
# OpenROAD 26Q1-2900-gdf79404cd8, Yosys 0.63+post, stock flow scripts
make -C /OpenROAD-flow-scripts/flow DESIGN_CONFIG=/design/flow/config.mk WORK_HOME=/design/flow/orfs finish
==> flow_summary.toml <==
# flow metrics
[clocking]
cts_resized = 0
clk_pin_slew_ns = 0.07
cts_setup_buffers = 0
clkSinkCount = 36
clkLatencyLatePin_ns = 0.28
numCtsBuffers = 5
cts_tree = "built"
h-tree-depth = 2
cts-hold-fix-buffers = 0
clock_path_buffers = 2
root_buffer = "clkbuf_8"

[synthesis]
largest_area_cell = "edfxtp_1"
ys.flop_type = "edfxtp_1"
synth.cell_area_um2 = 1720
top_cells_by_area = "edfxtp_1, ha_1, mux2_2, inv_1, dfxtp_1"
top_cell_area_share_pct = 59.2
yosys_warnings = 1
yosysCellCount = 130
netlist_instances = 130
synth_cell_types = 31
avgSynthCellArea_um2 = 13.3
yosys_area_um2 = 1720
synth_flops = 36
ys_seq_share_pct = 61.5
synthArstFlopShare_pct = 0
synth-edff-count = 34

[global_routing]
grtUsageMet1_pct = 5.47
grt_util_met3_pct = 1.75
grt_pass1_wl_mm = 4.87
grt_usage_pct = 4.52
grt-ovfl-total = 0
top_usage_layer = "met2"
grt_use_met2_pct = 7.61
grt_pass1_vias = 1083
antenna_found_initial = 0
grt_max_degree = 23

[run]
drv_cap = 0
warnings = 29

[final_timing]
period_needed_ns = 2.34
totalNegativeSetupSlack_ns = 0
holdWs_ns = 0.450
clock.fmax_mhz = 427
hold_viol_final = 0
tightest_slew_ns = 0.690
relSlewSlack_pct = 53.9
slew_viol_final = 0
rsz0062_at_grt = "false"
fin_worst_skew_ns = 0.00775
final-setup-viol-count = 0
period_used_pct = 37.2

[floorplan]
row_count = 35
core_um2 = 9200
fp.dieH_um = 117
fp.dieW_um = 117
ioPinCount = 18
fp-utilization_pct = 18.7
chip_area_um2 = 13700

[route]
drtIter0Drc = 39
wl_per_cell_um = 11.1
antennaDiodeCount = 0
vias = 1031
remaining_drc_errors = 0
wl_mm = 2.95
drtPass1Iterations = 4
vias_per_cell = 3.89
ant_nets = 0

[critical_path]
cp_slowest_stage_delay_ns = 0.46
start_kind = "register"
crit_chain = "clkdlybuf4s50_1"
path_buffers = 1
slowest_stage = "clkdlybuf4s50_1"
path_max_fanout = 1
worstPathArrival_ns = 1.08
critPathTopFamily = "buffers and inverters"
end_kind = "output port"
cp.required_ns = 5.04
criticalPathCategory = "register to output port"

[power_and_ir_drop]
cellPowerDensity_nw_per_um2 = 466
p_leak_uw = 0.000766
vdd_ir_drop_max_uv = 145
swShare_pct = 35.1
power_frac_clock_pct = 16.0
p_switching_uw = 346
p_int_uw = 640
pwr-share-seq_pct = 45.6
pwr-share-comb_pct = 38.4

[placement]
numPortBuffers = 17
hpwlAfterDp_mm = 2.13
gp_congestion = 0.808

[run_status]
status = "completed"

[finish]
areaGrowthSynthToFinish_pct = 22.7
fillerInstances = 974
drive_above_1_share_pct = 9.09

[worst_hold_path]
hold_class = "register to register"
area by class of cell:
| type | count | area (um^2) | share of cell area, % |
|---|---|---|---|
| flip-flops and latches | 36 | 1060 | 50.1 |
| multi-input cells | 80 | 609 | 28.8 |
| inverters | 12 | 45.0 | 2.13 |
| well taps | 111 | 139 | 6.56 |
| repair buffers | 18 | 178 | 8.40 |
| clock inverters | 2 | 11.3 | 0.532 |
| clock buffers | 6 | 72.6 | 3.43 |
path summary, 6_finish.rpt:
kind | slack (ns) | endpoint | from | depth (start not counted)
worst max-delay path | 3.96 | p[0] | p[0]$_DFFE_PN_ | 1
worst min-delay path | 0.45 | p[0]$_DFFE_PN_ | partial_product[0]$_SDFFCE_PN0P_ | 0
worst max register to register | 4.14 | operand_b[3]$_SDFFCE_PP0P_ | PS[1]$_SDFF_PP0_ | 6
worst min register to register | 0.45 | p[0]$_DFFE_PN_ | partial_product[0]$_SDFFCE_PN0P_ | 0
placed cells by master (no fill, tap or decap), types with 2 or more instances in the layout:
master,n
a21oi_1,5
a31oi_1,2
and2_1,6
clkbuf_8,5
clkdlybuf4s50_1,17
clkinv_1,2
dfxtp_1,2
edfxtp_1,34
ha_1,13
inv_1,11
mux2_2,6
nand2_1,5
nand3_1,4
nor2_1,6
nor2b_1,6
nor3_1,5
nor3b_1,2
o21a_1,2
o21ai_0,3
o31ai_1,2
xnor2_1,3
logic make-up after synthesis:
family | synth area share (%)
DFF | 61.5
and+or+nand+nor | 11.4
adders and majority gates | 10.6
xor gates and xnor gates | 1.52
AOI/OAI and AO/OA | 7.91
muxes | 3.92
buffers and inverters | 3.12
worst reg2reg max path, cell delays in order, from the launching register on:
cell,delay [ns]
dfxtp_1,0.33
inv_1,0.08
ha_1,0.14
buf_4,0.24
clkinv_1,0.33
nand2_1,0.18
nand2_1,0.43
layer usage:
metal	up-vias	routed length, um
li1	518	-
met1	479	1360
met2	30	1310
met3	4	230
met4	0	38
met5	-	0
through the flow:
step | cell area (um^2) | setup WS, ns | util, % | power (uW) | instances
floorplan | 1720 | 4.55 | - | 740 | 130
finish | 2120 | 3.96 | 23.0 | 986 | 265
global route | 2120 | 3.89 | 23.0 | 1070 | 265
global placement | 2030 | 4.12 | 22.1 | 827 | 257
CTS | 2120 | 3.92 | 23.0 | 998 | 265
detailed placement | 2030 | 4.12 | 22.1 | 833 | 257
state kept, by name (all words and copies together) (netlist names):
signal / cells
shift_count: 4
p: 8
PS: 2
partial_product: 8
multiplicand: 8
NS: 2
operand_b: 4
power by group through the flow:
stage	registers [uW]	clock network, uW	logic [uW]
global route	464	176	429
finish	450	157	378
CTS	452	165	381
synthesized netlist by cell type (all sizes together), types with 4 or more instances:
library cell and number:
nor2b 6, nor2 6, inv 11, and2 6
mux2 6, nand2 5, ha 13, a21oi 5
nor3 5, edfxtp 34, nand3 4
Power and IR drop assume default switching activity.
